`./run.sh`:
```
#!/bin/bash
# OpenROAD 26Q1-2900-gdf79404cd8, Yosys 0.63+post, stock flow scripts
make -C /OpenROAD-flow-scripts/flow DESIGN_CONFIG=/design/flow/config.mk WORK_HOME=/design/flow/orfs finish
```
`./config.mk`:
```
export PLATFORM = sky130hd
export DESIGN_NAME = DEMUX8_4T1A
export DESIGN_NICKNAME = DEMUX8_4T1A
export VERILOG_FILES = /design/flow/design.v
export SDC_FILE = /design/flow/constraint.sdc
export NUM_CORES = 4
export LEC_CHECK = 1
export CORE_AREA = 10 10 70 70
export DIE_AREA = 0 0 80 80
```
`./constraint.sdc`:
```
current_design DEMUX8_4T1A

set clk_period 1.0
set clk_io_pct 0.2

create_clock -name clk0 -period $clk_period

set non_clock_inputs [all_inputs -no_clocks]
set_input_delay [expr $clk_period * $clk_io_pct] -clock clk0 $non_clock_inputs
set_output_delay [expr $clk_period * $clk_io_pct] -clock clk0 [all_outputs]
```
`./design.v`:
```
module xory(output F, input A, B);
    wire wire1;
    wire wire1a;
    wire wire1b;
    nand(wire1, A,B);
    nand(wire1a, wire1, A);
    nand(wire1b, wire1, B);
    nand(F, wire1a, wire1b);
endmodule
module XOR8(output [7:0]F,
                    input [7:0] A, B);
    xory xor0(.F(F[0]), .A(A[0]), .B(B[0]));
    xory xor1(.F(F[1]), .A(A[1]), .B(B[1]));
    xory xor2(.F(F[2]), .A(A[2]), .B(B[2]));
    xory xor3(.F(F[3]), .A(A[3]), .B(B[3]));
    xory xor4(.F(F[4]), .A(A[4]), .B(B[4]));
    xory xor5(.F(F[5]), .A(A[5]), .B(B[5]));
    xory xor6(.F(F[6]), .A(A[6]), .B(B[6]));
    xory xor7(.F(F[7]), .A(A[7]), .B(B[7]));
endmodule
module ory( output F, input A, B);
    wire wire1;
    wire wire2;
    nand(wire1, A, A);
    nand(wire2, B, B);
    nand(F, wire1, wire2);
endmodule
module OR8( output [7:0]F
            , input [7:0] A, B);
    ory or0(.F(F[0]), .A(A[0]), .B(B[0]));
    ory or1(.F(F[1]), .A(A[1]), .B(B[1]));
    ory or2(.F(F[2]), .A(A[2]), .B(B[2]));
    ory or3(.F(F[3]), .A(A[3]), .B(B[3]));
    ory or4(.F(F[4]), .A(A[4]), .B(B[4]));
    ory or5(.F(F[5]), .A(A[5]), .B(B[5]));
    ory or6(.F(F[6]), .A(A[6]), .B(B[6]));
    ory or7(.F(F[7]), .A(A[7]), .B(B[7]));
endmodule
module noty( input  A,
                output  F);
    nand(F, A,A);
endmodule
module NOT8 (input wire [7:0] A,
                output wire [7:0] F);
    noty noty0(.A(A[0]), .F(F[0]));
    noty noty1(.A(A[1]), .F(F[1]));
    noty noty2(.A(A[2]), .F(F[2]));
    noty noty3(.A(A[3]), .F(F[3]));
    noty noty4(.A(A[4]), .F(F[4]));
    noty noty5(.A(A[5]), .F(F[5]));
    noty noty6(.A(A[6]), .F(F[6]));
    noty noty7(.A(A[7]), .F(F[7]));
endmodule
module andy( output F, input A , B);
    wire wire1;
    nand(wire1, A, B);
    nand(F, wire1, wire1);
endmodule
module AND8( output [7:0] F,
                input[7:0] A,B);
    andy and0(.F(F[0]), .A(A[0]), .B(B[0]));
    andy and1(.F(F[1]), .A(A[1]), .B(B[1]));
    andy and2(.F(F[2]), .A(A[2]), .B(B[2]));
    andy and3(.F(F[3]), .A(A[3]), .B(B[3]));
    andy and4(.F(F[4]), .A(A[4]), .B(B[4]));
    andy and5(.F(F[5]), .A(A[5]), .B(B[5]));
    andy and6(.F(F[6]), .A(A[6]), .B(B[6]));
    andy and7(.F(F[7]), .A(A[7]), .B(B[7]));
endmodule
module mux_2t1a(
	output wire F, 
	input wire A,B,
	input wire Sel);
	wire wire1;
	wire wire2;
	wire wire3;
	noty S1n(Sel, wire1);
	andy S1a1(wire2, wire1, A);
	andy S1a2(wire3, Sel, B);
	ory S1o1(F,wire3,wire2);
endmodule
module mux_4t1a(
	output wire F, 
	input wire A,B,C,D,
	input wire [1:0] Sel);
	wire wire1;
	wire wire2;
	mux_2t1a M1(.F(wire1), .A(A), .B(B),.Sel(Sel[0]));
	mux_2t1a M2(.F(wire2),.A(C),.B(D),.Sel(Sel[0]));
	mux_2t1a M3(.F(F),.A(wire1),.B(wire2),.Sel(Sel[1]));
endmodule
module MUX8_2T1A(
	output wire [7:0] F, 
	input wire [7:0]  A,B,
	input wire Sel);
	wire wire1;
	wire [7:0]  wire2;
	wire [7:0]  wire3;
	noty S1n(Sel, wire1);
	AND8 S1a1(.F(wire2), .A({8{wire1}}), .B(A));
	AND8 S1a2(.F(wire3), .B({8{Sel}}), .A(B));
	OR8 S1o1(.F(F),.A(wire3),.B(wire2));
endmodule
module HALFADDER(
    input wire A, B,
    output wire S, C);
    xory xor1(.F(S), .A(A), .B(B));
    andy and1(.F(C), .A(A), .B(B));
    endmodule
module FULLADDER(
    input wire A, B, Cin,
    output wire S, Cout);
    wire wirec;
    wire wires;
    wire wirec2;
    HALFADDER H1(.A(A), .B(B), .C(wirec), .S(wires));
    HALFADDER H2(.A(wires), .B(Cin), .C(wirec2), .S(S));
    ory or1(.A(wirec), .B(wirec2), .F(Cout));
    endmodule
module BIT8ADDER( input wire [7:0] A, B,
    input wire Cin,
    output wire [7:0] S, 
    output wire Cout, Overflow);
    wire wire0, wire1, wire2, wire3, wire4, wire5, wire6;
    FULLADDER F1(.A(A[0]), .B(B[0]), .Cin(Cin), .S(S[0]), .Cout(wire0));
    FULLADDER F2(.A(A[1]), .B(B[1]), .Cin(wire0), .S(S[1]), .Cout(wire1));
    FULLADDER F3(.A(A[2]), .B(B[2]), .Cin(wire1), .S(S[2]), .Cout(wire2));
    FULLADDER F4(.A(A[3]), .B(B[3]), .Cin(wire2), .S(S[3]), .Cout(wire3));
    FULLADDER F5(.A(A[4]), .B(B[4]), .Cin(wire3), .S(S[4]), .Cout(wire4));
    FULLADDER F6(.A(A[5]), .B(B[5]), .Cin(wire4), .S(S[5]), .Cout(wire5));
    FULLADDER F7(.A(A[6]), .B(B[6]), .Cin(wire5), .S(S[6]), .Cout(wire6));
    FULLADDER F8(.A(A[7]), .B(B[7]), .Cin(wire6), .S(S[7]), .Cout(Cout));
    xory xor1( .A(wire6), .B(Cout), .F(Overflow));
endmodule
module DEMUX8_2T1A(
	output wire [7:0] F, G, 
	input wire [7:0]  A,
	input wire Sel);
	wire wire1;
	noty S1n(Sel, wire1);
	AND8 S1a1(.F(F), .B({8{wire1}}), .A(A));
	AND8 S1a2(.F(G), .A({8{Sel}}), .B(A));
endmodule
module DEMUX8_4T1A(
	output wire [7:0] W,X,Y,Z, 
	input wire [7:0] A,
	input wire [1:0] Sel);
	wire [7:0] wire1;
	wire [7:0] wire2;
	DEMUX8_2T1A M1(.F(wire1), .G(wire2), .A(A),.Sel(Sel[0]));
	DEMUX8_2T1A M2(.F(W),.G(X),.A(wire1),.Sel(Sel[1]));
	DEMUX8_2T1A M3(.F(Y),.G(Z),.A(wire2),.Sel(Sel[1]));
endmodule
module OR8bw( output F
            , input [7:0] A);
    wire w1,w2,w3,w4,w5,w6;
    ory orB0(.F(w1), .A(A[0]), .B(A[1]));
    ory orB1(.F(w2), .A(A[2]), .B(w1));
    ory orB2(.F(w3), .A(A[3]), .B(w2));
    ory orB3(.F(w4), .A(A[4]), .B(w3));
    ory orB4(.F(w5), .A(A[5]), .B(w4));
    ory orB5(.F(w6), .A(A[6]), .B(w5));
    ory orB6(.F(F), .A(A[7]), .B(w6));
endmodule
module MUX8_4T1A(
	output wire [7:0] F, 
	input wire [7:0] A,B,C,D,
	input wire [1:0] Sel);
	wire [7:0] wire1;
	wire [7:0] wire2;
	MUX8_2T1A M1(.F(wire1), .A(A), .B(B),.Sel(Sel[0]));
	MUX8_2T1A M2(.F(wire2),.A(C),.B(D),.Sel(Sel[0]));
	MUX8_2T1A M3(.F(F),.A(wire1),.B(wire2),.Sel(Sel[1]));
endmodule
module MUX8_8T1A(
	output wire [7:0] Y, 
	input wire [7:0] A,B,C,D,E,F,G,H,
	input wire [2:0] Sel);
	wire [7:0] wire1;
	wire [7:0] wire2;
	MUX8_4T1A M41(.F(wire1), .A(A), .B(B),.C(C),.D(D), .Sel(Sel[1:0]));
	MUX8_4T1A M42(.F(wire2), .A(E), .B(F),.C(G),.D(H), .Sel(Sel[1:0]));
	MUX8_2T1A M43(.F(Y), .A(wire1), .B(wire2), .Sel(Sel[2]));
endmodule
module mux_8t1a(
	output wire Y, 
	input wire A,B,C,D,E,F,G,H,
	input wire [2:0] Sel);
	wire  wire1;
	wire  wire2;
	mux_4t1a m41(.F(wire1), .A(A), .B(B),.C(C),.D(D), .Sel(Sel[1:0]));
	mux_4t1a m42(.F(wire2), .A(E), .B(F),.C(G),.D(H), .Sel(Sel[1:0]));
	mux_2t1a m43(.F(Y), .A(wire1), .B(wire2), .Sel(Sel[2]));
endmodule
module sub(
    output wire[7:0] S,
    input wire [7:0] A,B,
    input wire Cin,
    output wire Overflow, Cout);
    wire[7:0] wire1, wire2;
    wire carrysub;
    NOT8 subnot(.A(B) , .F(wire1));
    BIT8ADDER comp20(.S(wire2), .A(wire1), .B(8'b00000001), .Cin(1'b0));
    BIT8ADDER subd1(.Cout(carrysub), .Overflow(Overflow), .S(S), .A(A), .B(wire2), .Cin(1'b0));
    noty subnot2   (.A(carrysub), .F(Cout));
endmodule
module dlatch (output reg Q,Qn, 
               input wire C,D);
  always @ (C or D)
  	begin
  		if (C==1'b1)
  			begin
  				Q <= D;
  				Qn <= ~D;
  	    	end
  	end
endmodule
module dflipflop (output reg Q,Qn, 
                  input wire Clock, Reset, Preset, D);
  always @ (posedge Clock or negedge Reset or negedge Preset)
  	begin
	  	if (!Reset)
  			begin
  				Q <= 1'b0;
  				Qn <= 1'b1;
  			end
  		else if (!Preset)
  			begin
  				Q <= 1'b1;
  				Qn <= 1'b0;
  			end
  		else
  			begin
  				Q <= D;
  				Qn <= ~D;
  			end
	end
endmodule
module reg8a (output wire [7:0] Reg_Out,
    input wire clk, res, EN,
    input wire [7:0] Reg_In);
    wire [7:0] muxwire;
    MUX8_2T1A mux (.F(muxwire), .A(Reg_Out),.B(Reg_In), .Sel(EN));
    dflipflop dff0 (.Q(Reg_Out[0]), .Qn(), .Clock(clk), .Reset(res), .Preset(1'b1), .D(muxwire[0]));
    dflipflop dff1 (.Q(Reg_Out[1]), .Qn(), .Clock(clk), .Reset(res), .Preset(1'b1), .D(muxwire[1]));
    dflipflop dff2 (.Q(Reg_Out[2]), .Qn(), .Clock(clk), .Reset(res), .Preset(1'b1), .D(muxwire[2]));
    dflipflop dff3 (.Q(Reg_Out[3]), .Qn(), .Clock(clk), .Reset(res), .Preset(1'b1), .D(muxwire[3]));
    dflipflop dff4 (.Q(Reg_Out[4]), .Qn(), .Clock(clk), .Reset(res), .Preset(1'b1), .D(muxwire[4]));
    dflipflop dff5 (.Q(Reg_Out[5]), .Qn(), .Clock(clk), .Reset(res), .Preset(1'b1), .D(muxwire[5]));
    dflipflop dff6 (.Q(Reg_Out[6]), .Qn(), .Clock(clk), .Reset(res), .Preset(1'b1), .D(muxwire[6]));
    dflipflop dff7 (.Q(Reg_Out[7]), .Qn(), .Clock(clk), .Reset(res), .Preset(1'b1), .D(muxwire[7]));
endmodule
```
==> qor.rpt <==
======================================================================================
Type of origin of the critical path                                       primary input
Global Route Usage Sum                                                           6.26%
Endpoint kind of the worst setup timing path                               output port
Max incr delay on CP                                                            130 ps
Avg Inst Size Synth                                                          7.97 um^2
Total wirelength of the detailed-routed design                                 2.01 mm
Adder-Cell Fraction of Synth Area                                                   0%
Max Clk Rate                                                                   916 MHz
Yosys cell count                                                                    70
Worst-path cell with the longest stage delay                                   nor3b_2
Number of diodes                                                                     0
Worst-Margin Slew                                                               113 ps
Cells taking the most area after synthesis                                buf_4, and3b_1, buf_6
Period utilization                                                                109%
Count of buffers from port buffering                                                42
Final slew viol count                                                                0
Comb area leader                                                          buffers and inverters
Number of optimization iterations in the first detailed-route pass                   3
Violated checks                                                           negative setup slack
Core Footprint                                                               3420 um^2
Number of failing hold endpoints at the final stage                                  0
Area of the die                                                              6400 um^2
Die height                                                                       80 um
Layout overhead on the synthesized area                                          69.7%
Die width                                                                        80 um
Area fraction in mux cells                                                          0%
Initial antenna violation count                                                      0
Vias                                                                               515
Tool Warnings                                                                       34
Hold Path Origin                                                                Sel[1]
Hold-fix buffers, CTS                                                                0
Gr ovfl total                                                                        0
Share of cells above drive strength 1                                            72.3%
Arrival time at the worst endpoint                                              890 ps
Flop Count                                                                           0
Initial drt markers                                                                 14
Class of the tightest hold or removal check                               primary input to output port
Top cell type's share of synthesized area                                        43.0%
Total DRC errors in the routed layout                                                0
Slack of the critical path                                                    -91.9 ps
Gate Count Post-Synth                                                               70
Cell type with the highest occurrence count on the critical path                 buf_6
Sum Neg Setup Slack                                                            -427 ps
Crit path kind                                                            primary input to output port
XOR Share, Synth                                                                    0%
Number of global-route vias before repair                                          567
Row count                                                                           21
Count of clock buffers in the final design                                           0
Count of max-cap constraint violations                                               0
Storage element area                                                            0 um^2
Number of distinct standard cells referenced by the synthesized netlist              5
Yosys synthesis chip area                                                     558 um^2
Result of the run                                                         complete, but fails checks
Area leader, netlist                                                             buf_4
Vias per cell                                                                     3.68
Instance count along the most critical hold path                                     4
Routed length per instance                                                     14.3 um
Worst slew margin                                                                92.5%
Critical Path Fanout Max                                                             6
Power density over cell area                                               329 nW/um^2
Static Leak                                                                   0.542 nW
Worst Path Required                                                             800 ps
Ordered list of cells on the worst path                                   buf_12 -> buf_6 -> buf_6 -> buf_6 -> nor3b_2 -> buf_2
Placed wire-length estimate after detailed placement                           1.24 mm
Largest net degree at the start of global routing                                    8
Boundary pin count                                                                  42
Setup-failing EPs final                                                             15
Worst-case vdd ir drop                                                          178 uV
RePlAce Congestion                                                               0.720
Residual antenna-violating net count after detailed routing                          0
Core Util at FP                                                                  16.3%
Count of warnings emitted by yosys                                                   0
Fill count                                                                         375
Worst setup timing slack at the placement stage                                -736 ps
Global-route wire length before repair                                         3.24 mm
Hold Crit Endpoint                                                                W[0]
Complex-gate fraction of the synthesized area                                       0%
Post-synthesis share of cell area spent on and, or, nand and nor gates           44.8%
Setup repair after global routing missed its margin                                yes
Area of the mapped netlist                                                    558 um^2
Final core area utilization                                                      27.7%
Final critical path time including I/O delays and setup                        1090 ps
Sequential share of the synthesized area                                            0%
======================================================================================
[layout make-up]
cell class,instances,area (um^2),share of cell area [%]
Timing Repair Buffer,62,579,61.2
Multi-Input combinational cell,32,310,32.8
Tap cell,46,57.6,6.08
[cells in the final DEF (no fill, tap or decap), drive strengths merged]
cell,instances
clkdlybuf4s15,8
and3b,16
buf,50
dlygate4sd2,2
and3,8
nor3b,8
clkbuf,2
[worst max-delay path by stage]
stage	startpoint	endpoint	slack [ps]	depth (start not counted)
global route	Sel[1]	W[2]	-130	6
CTS	Sel[1]	W[2]	-120	6
finish	Sel[1]	W[2]	-90	6
[worst max-delay path, delay by kind of cell]
kind                   cells  cell delay [ps]
buffers and inverters      5              550
AND/OR/NAND/NOR            1              130
[report_power, final]
part	switching [mW]	internal [mW]	leakage [nW]	total (mW)
Combinational	0.100	0.211	0.542	0.311
Clock	0	0	0	0
Sequential	0	0	0	0
Total	0.100	0.211	0.542	0.311
[logic make-up (layout without fill, tap and decap cells)]
family | count (synthesis) | in the layout
buffers and inverters | 38 | 62
and+or+nand+nor | 32 | 32
[routing by layer]
metal / part of all wire (%) / global-route usage [%] / wire [um] / vias to the layer above
met5: 0 / 0 / 0 / -
met4: 0 / 0 / 0 / 0
met3: 8.9 / 1.93 / 179 / 0
met2: 47 / 9.95 / 934 / 24
met1: 44 / 8.57 / 890 / 236
li1: - / - / - / 255
[timing repair]
action,CTS,global route
resized,165,8
pin swaps,14,3
setup endpoints to repair,32,24
setup buffers,10,0
gates cloned,8,0
[Yosys cell counts]
master and instances:
buf_4 32, buf_6 6, and3_1 8, nor3b_1 8, and3b_1 16
[through the flow]
stage | cells | hold WS [ps] | total power [mW] | instance area, um^2
final | 140 | 741 | 0.311 | 947
after detailed placement | 124 | 1390 | 0.225 | 758
after global placement | 124 | 1380 | 0.221 | 758
after floorplan | 70 | 608 | 0.141 | 558
after global routing | 140 | 762 | 0.344 | 947
after CTS | 142 | 751 | 0.321 | 946
Power is estimated from default activity; no workload was simulated.
